### design/flow/config.mk
export PLATFORM = sky130hd
export DESIGN_NAME = regfile
export DESIGN_NICKNAME = regfile
export VERILOG_FILES = /design/flow/design.v
export SDC_FILE = /design/flow/constraint.sdc
export NUM_CORES = 4
export LEC_CHECK = 1
export CORE_UTILIZATION = 40
### design/flow/constraint.sdc
current_design regfile

set clk_period 8.2
set clk_io_pct 0.2

create_clock -name clk0 -period $clk_period [get_ports {clk}]

set non_clock_inputs [all_inputs -no_clocks]
set_input_delay [expr $clk_period * $clk_io_pct] -clock clk0 $non_clock_inputs
set_output_delay [expr $clk_period * $clk_io_pct] -clock clk0 [all_outputs]
### design/flow/design.v
`timescale 1ns / 1ps
module regfile(
    input wire clk,
    input wire we3,
    input wire stallW,
    input wire rst,             
    input wire[4:0] ra1, ra2, wa3,
    input wire[31:0] wd3,
    output wire[31:0] rd1, rd2
);
    reg [31:0] rf[31:0];
    integer i;
    always @(negedge clk or posedge rst) begin   
        if (rst) begin
            for (i = 0; i < 32; i = i + 1) begin
                rf[i] <= 32'h00000000; 
            end
        end
        else if (we3 & ~stallW) begin
            rf[wa3] <= wd3;
        end
    end
    assign rd1 = (ra1 != 0) ? rf[ra1] : 0;
    assign rd2 = (ra2 != 0) ? rf[ra2] : 0;
endmodule
### design/flow/run.sh
#!/bin/bash
# OpenROAD 26Q1-2900-gdf79404cd8, Yosys 0.63+post, stock flow scripts
make -C /OpenROAD-flow-scripts/flow DESIGN_CONFIG=/design/flow/config.mk WORK_HOME=/design/flow/orfs finish
==> results.py <==
# Physical implementation metrics
metrics = {
    "run": {
        "maxCapViolCount": 0,
        "warnings": 33,
    },
    "placement": {
        "globalplace.congestion": 1.051,
        "place_area_um2": 56220,
        "place_ws_ns": -0.1073,
        "hpwl_mm": 183.6,
        "io_buffers": 114,
    },
    "critical_path": {
        "endpoint_kind": "primary output",
        "crit_slowest_cell": "or4_4",
        "max_stage_delay_ns": 0.57,
        "worst-setup-path-type": "flip-flop to primary output",
        "start_kind": "flip-flop",
        "r2r_end": "rf[22][6]",
        "path_max_fanout": 2,
        "cp_cell_sequence": "mux2i_2, or4_1, o2111ai_2, a221o_1, or4_4, buf_6",
        "worst-path-buf-inv": 1,
        "worstPathRequired_ns": 6.56,
        "rr_startpoint": "rf[22][6]",
        "rrSetupSlack_ns": 7.20,
        "reg2reg_depth": 3,
        "crit_arrival_ns": 6.63,
        "cpLargestDelayFamily": "simple AND/OR/NAND/NOR gates",
        "cp_num_cells": 6,
    },
    "routing": {
        "num_vias": 46080,
        "avgViaCountPerCell": 7.298,
        "wl_per_cell_um": 46.76,
        "drt_drc_violations_left": 0,
        "initialDrtViolationCount": 5700,
        "first_pass_iters": 6,
        "ant_nets": 0,
        "routed_wl_mm": 295.2,
    },
    "global_route": {
        "first_global_vias": 45100,
        "gr-usage-all-layers_pct": 48.26,
        "grt_max_degree": 104,
        "antenna_found_initial": 48,
        "overflow": 0,
        "grt_pass1_wl_mm": 397.2,
    },
    "floorplanning": {
        "ios": 115,
        "core-area_um2": 125600,
        "die_h_um": 357.7,
        "die-area_um2": 127900,
        "chipWidth_um": 357.7,
        "initial_utilization_pct": 40.29,
        "rows": 130,
    },
    "cells_and_area": {
        "fillCellCount": 10950,
        "top_regs": "rf (992)",
        "logic_area_um2": 26370,
        "ff_latch_area_um2": 24820,
        "fin_area_um2": 62710,
        "area_growth_pct": 23.94,
        "top_register": "rf",
        "fin_util_pct": 49.94,
        "drive_gt1_share_pct": 44.51,
        "largest_reg_flops": 992,
    },
    "power": {
        "power_density_nw_per_um2": 216.8,
        "p_leak_nw": 28.75,
        "power_mw": 13.59,
        "irDropWorstVdd_v": 0.0001884,
    },
    "clock_tree": {
        "cts_tree": "yes",
        "clock_sinks": 992,
        "h-tree-depth": 3,
        "numCtsBuffers": 112,
        "clkLatencyLatePin_ns": 0.68,
        "cts_root_buf": "clkbuf_16",
        "path_clk_slew_ns": 0.05,
        "clk_path_buf_depth": 3,
    },
    "logic_synthesis": {
        "synth_seq_share_pct": 49.06,
        "ys_cells": 4266,
        "synth_cell_types": 67,
        "yosys_warnings": 2,
        "synth.avg_cell_area_um2": 11.86,
        "synth_flops": 992,
        "ys_chip_area_um2": 50590,
        "syn_area_um2": 50590,
        "syn_inst": 4266,
        "synth-edff-count": 0,
        "async_flop_share_pct": 100.0,
        "ff_type": "dfrtn_1",
    },
    "final_timing": {
        "final-hold-violation-count": 0,
        "clock_skew_ns": 0,
        "rsz0062_at_grt": "true",
        "max-slew-margin-rel_pct": 12.68,
        "hold_slack_ns": 0.4643,
        "worst_slew_pin_slew_ns": 1.307,
        "setup_viol": 2,
        "setup_slack_ns": -0.07405,
        "slew_viol_final": 0,
    },
    "min_path": {
        "min_from": "rf[17][31]",
        "min_path_cells": 1,
        "hold_end": "rf[17][31]",
        "hp-class": "flip-flop to flip-flop",
    },
    "run_status": {
        "violations": "setup timing",
        "status": "finished with violations",
    },
}
worst max path at each step:
stage                       from      end
after CTS              rf[5][31]  rd1[31]
after global routing  rf[19][31]  rd2[31]
final                  rf[5][31]  rd1[31]
cell usage in the layout, fill, tap and decap left out, types with 38 or more instances in the layout:
cell type / netlist / final
clkbuf_16: 0 / 115
nand3_1: 111 / 105
or4_4: 0 / 43
a2111oi_2: 1 / 38
buf_4: 10 / 378
a22oi_1: 578 / 569
clkdlybuf4s50_1: 0 / 41
dfrtn_1: 992 / 992
and3_1: 254 / 218
nand2_1: 81 / 70
diode_2: 0 / 48
nor2_4: 0 / 65
mux2i_1: 83 / 73
mux2_2: 1020 / 1016
nand4_1: 114 / 114
buf_12: 0 / 79
cells by family (layout without fill, tap and decap cells):
| family | count (synthesis) | in the layout | synth area share (%) |
|---|---|---|---|
| muxes | 1103 | 1103 | 24.34 |
| DFF | 992 | 992 | 49.06 |
| and+or+nand+nor | 867 | 867 | 9.872 |
| AOI/OAI and AO/OA | 862 | 862 | 13.16 |
| buffers and inverters | 442 | 791 | 3.556 |
| other | 0 | 48 | 0 |
cell usage after synthesis (all sizes together) (35+ instances only):
library cell  count  share of area (%)
a2111oi          87                1.5
buf             128                1.2
dfrtn           992                 49
nand4           114                1.4
a22oi           578                8.6
mux2i            83                1.6
clkbuf          302                2.2
or4              44               0.65
nand3           111                1.1
and3            255                3.2
a21oi            37               0.37
a22o             35               0.61
mux2           1020                 23
nand2            81               0.60
nor2            106               0.80
metrics by stage:
step	setup TNS, ns	instances
6_report	-0.09058	6313
5_1_grt	-0.1771	6275
4_1_cts	-0.3600	6251
3_5_place_dp	-1.789	5937
3_3_place_gp	-1.246	5937
2_1_floorplan	-	4266
worst reg2reg max path: stages, from the launching register on:
cell and delay [ns]:
dfrtn_1 0.33, buf_4 0.13, buf_4 0.14, mux2_2 0.25
what timing repair did:
| item | CTS | global route |
|---|---|---|
| hold buffers | 0 | 0 |
| pin swaps | 209 | 81 |
| setup buffers | 104 | 15 |
| setup endpoints to repair | 64 | 43 |
| gates resized | 411 | 73 |
layer usage:
layer	share of wire [%]	vias to the layer above	track usage, %
li1	-	17120	-
met1	35	23480	61.52
met2	40	4159	62.47
met3	17	1279	30.30
met4	7.8	37	28.18
met5	0.20	-	2.037
report_power, final:
group / leakage (nW) / internal (mW) / switching, mW
sequential: 13.2 / 5.61 / 0.607
clock: 1.93 / 3.17 / 2.22
combinational: 13.6 / 0.945 / 1.03
cell type report:
type / count / area share [%]
Multi-Input combinational cell: 2832 / 42.06
Clock buffer: 157 / 5.208
Inverter: 12 / 0.07782
Tap cell: 1650 / 3.292
Timing Repair Buffer: 569 / 8.592
Clock inverter: 53 / 0.9957
Sequential cell: 992 / 39.59
Antenna cell: 48 / 0.1915
Power is estimated from default activity; no workload was simulated.
